==> ./design.v <==
`timescale 1ns/1ps
module alu(
    input logic [31:0] A, B ,
    input logic [3:0] alu_op,
    output logic [31:0] alu_out
);
always_comb begin
    case (alu_op)
    4'b0000 : alu_out = A+B;                                     
    4'b0001 : alu_out = A-B;                                     
    4'b0010 : alu_out = A << B;                         
    4'b0100 : alu_out = ($signed(A) < $signed(B)) ? 1 : 0;   
    4'b0110 : alu_out = (A < B) ? 1 : 0;                     
    4'b1000 : alu_out = A ^ B;                               
    4'b1010 : alu_out = A >> B;                         
    4'b1011 : alu_out = $signed(A) >>> B;               
    4'b1100 : alu_out = A | B;                               
    4'b1110 : alu_out = A & B;                               
    default: alu_out = 32'b0;
endcase
end
endmodule
==> ./run.sh <==
#!/bin/bash
# OpenROAD 26Q1-2900-gdf79404cd8, Yosys 0.63+post, stock flow scripts
make -C /OpenROAD-flow-scripts/flow DESIGN_CONFIG=/design/flow/config.mk WORK_HOME=/design/flow/orfs finish
==> ./config.mk <==
export PLATFORM = sky130hd
export DESIGN_NAME = alu
export DESIGN_NICKNAME = alu
export VERILOG_FILES = /design/flow/design.v
export SDC_FILE = /design/flow/constraint.sdc
export NUM_CORES = 4
export LEC_CHECK = 1
export CORE_UTILIZATION = 50
==> ./constraint.sdc <==
current_design alu

set clk_period 18.0
set clk_io_pct 0.2

create_clock -name clk0 -period $clk_period

set non_clock_inputs [all_inputs -no_clocks]
set_input_delay [expr $clk_period * $clk_io_pct] -clock clk0 $non_clock_inputs
set_output_delay [expr $clk_period * $clk_io_pct] -clock clk0 [all_outputs]
==> reports/qor.txt <==
number of fill cells -> 1,786
Max FO, Critical Path -> 20
Global Route Usage Sum -> 49.8%
placer congestion estimate -> 1.21
die height -> 141 um
Log Warnings -> 98
dpl cell area -> 0.0107 mm^2
Min Hold Slack -> 8.42 ns
grt ovf -> 0
register area -> 0 um^2
initial antenna violation count -> 3
Top cells by area -> ha_1, mux4_2, a21oi_1, nor2_1, mux2i_1
number of placement rows -> 50
Antenna Nets Post-Route -> 0
Max VDD drop -> 0.0000192 V
type of the worst setup path -> input port to output pin
Worst setup EP type -> output pin
HP Class -> input port to output pin
vias in the first global route -> 11,307
Seq share, synth -> 0%
vias -> 12,366
chip area in the Yosys report -> 0.00962 mm^2
final slew viol count -> 0
Max Cap Violations -> 0
first-pass GRT wire length -> 71.9 mm
share of cells above drive strength 1 -> 7.93%
Synth top area share -> 12.6%
top cells by count -> nor2_1, a21oi_1, nand2_1, o21ai_0, ha_1
Crit path required time -> 14.40 ns
yosys cell count -> 1,430
outcome -> completed
Chip Width -> 141 um
post-CTS setup buffer count -> 0
fin crit share -> 66.9%
Startpoint Class -> input port
Least-Margin Pin Slew -> 0.887 ns
Pint -> 120 uW
max_slew headroom -> 40.3%
clock buffer count -> 0
sw frac -> 60.8%
RSZ-0062 raised after global routing -> no
hold_buf cts -> 0
buffers added on ports -> 100
Comb gate area -> 0.00876 mm^2
yosys warns -> 1
PnR worst setup slack -> 5.96 ns
cells after synthesis -> 1,430
Hold Fails Final Rpt -> 0
core footprint -> 0.0188 mm^2
DPL Wire Length -> 38.2 mm
DRT iter0 DRCs -> 1,846
drt first pass iters -> 9
P_sw -> 186 uW
final wirelength -> 49.0 mm
average wire per cell in the routed design -> 29.0 um
Synth area leader -> ha_1
count of cell types in the netlist -> 94
PD cells -> 28.7 mW/mm^2
design area -> 0.0107 mm^2
Tmin final -> 12.04 ns
FMAX -> 83.0 MHz
die area -> 0.0198 mm^2
DRC -> 0
final setup TNS -> 0 ns
Worst Path Arrival -> 8.44 ns
vias per cell -> 7.33
dominant cell by count in the synthesized netlist -> nor2_1
static leakage -> 4.28 nW
pre-CTS setup slack -> 6.17 ns
Init Core Util -> 51.3%
post_cts resized -> 0
area grow syn2layout -> 10.8%
setup violators final -> 0
FFs & Latches -> 0
largest net degree at the start of global routing -> 75
Avg Cell Area, Syn -> 6.73 um^2
Post-Syn Area -> 0.00962 mm^2
Ports -> 100
[power by group through the flow]
stage	combinational (mW)	sequential, mW	clock [mW]
CTS	0.293	0	0
global route	0.324	0	0
[cell usage in the layout, fill, tap and decap left out, types with 13 or more instances in the layout]
cell / n
a31oi_1: 23
a22oi_1: 19
or3_1: 14
buf_4: 35
clkdlybuf4s50_1: 96
mux4_2: 35
o21ai_0: 111
ha_1: 97
a211oi_1: 35
mux2_2: 14
nand3_1: 24
a221oi_1: 22
nor2_1: 152
o211ai_1: 26
nor3_1: 40
nor4_1: 13
a21o_1: 15
nand2_1: 125
inv_1: 92
a21oi_1: 136
mux2i_1: 56
nand2b_1: 20
o22ai_1: 13
[routing by layer]
| layer | vias up | global-route usage, % | share of wire, % |
|---|---|---|---|
| met4 | 4 | 23.1 | 6.1 |
| met1 | 5638 | 69.4 | 39 |
| met5 | - | 0 | 0.096 |
| li1 | 5469 | - | - |
| met2 | 1053 | 67.9 | 39 |
| met3 | 202 | 18.3 | 16 |
[cells by family (layout without fill, tap and decap cells)]
family / Yosys count / after routing / synth area share [%]
adders and majority gates: 99 / 99 / 13.0
muxes: 109 / 109 / 16.5
xor gates and xnor gates: 13 / 13 / 1.18
buffers and inverters: 212 / 232 / 9.05
AOI/OAI and AO/OA: 545 / 545 / 38.3
other: 0 / 2 / 0
and+or+nand+nor: 452 / 452 / 21.9
[critical path: stages]
cell             delay (ns)
clkdlybuf4s50_1        0.45
buf_4                  0.24
clkinv_1               0.35
ha_1                   0.54
inv_1                  0.15
a211oi_2               0.35
a21oi_2                0.13
o211a_1                0.25
o31ai_2                0.68
o311ai_4               0.18
a2111oi_0              0.71
or4_1                  0.25
clkdlybuf4s50_1        0.55
[area by class of cell]
type,count,share of cell area (%)
Antenna cell,2,0.0470
Inverter,99,3.49
Multi-Input combinational cell,1218,82.1
Tap cell,234,2.75
Timing Repair Buffer,133,11.6
[per-stage QoR]
step,util (%),cells,power (mW)
floorplan,-,1430,0.182
global placement,56.8,1684,0.292
detailed placement,56.8,1684,0.291
CTS,56.8,1684,0.293
global route,56.8,1684,0.324
finish,56.8,1686,0.306
[final timing paths]
path	from	end	depth (start not counted)
worst max-delay path	B[5]	alu_out[0]	13
worst min-delay path	B[1]	alu_out[3]	5
No activity file was given, so power comes from the tool's default toggle rates.
