## /design/flow/run.sh

```bash
#!/bin/bash
# OpenROAD 26Q1-2900-gdf79404cd8, Yosys 0.63+post, stock flow scripts
make -C /OpenROAD-flow-scripts/flow DESIGN_CONFIG=/design/flow/config.mk WORK_HOME=/design/flow/orfs finish
```

## /design/flow/config.mk

```make
export PLATFORM = sky130hd
export DESIGN_NAME = reg_file
export DESIGN_NICKNAME = reg_file
export VERILOG_FILES = /design/flow/design.v
export SDC_FILE = /design/flow/constraint.sdc
export NUM_CORES = 4
export LEC_CHECK = 1
export CORE_UTILIZATION = 30
```

## /design/flow/constraint.sdc

```tcl
current_design reg_file

set clk_period 15.6
set clk_io_pct 0.2

create_clock -name clk0 -period $clk_period [get_ports {clk}]

set non_clock_inputs [all_inputs -no_clocks]
set_input_delay [expr $clk_period * $clk_io_pct] -clock clk0 $non_clock_inputs
set_output_delay [expr $clk_period * $clk_io_pct] -clock clk0 [all_outputs]
```

## /design/flow/design.v

```verilog
`timescale 1ns/1ps
module reg_file(
    input logic clk,reset,reg_wr,
    input logic [4:0] raddr1,raddr2,waddr, 
    input logic [31:0] wdata,
    output logic [31:0] rdata1,rdata2 
);
logic [31:0] Memory[31:0];
always @* begin 
    rdata1 = Memory[raddr1];
    rdata2 = Memory[raddr2];
end
always_ff @ (posedge clk or posedge reset) begin
    if (reset) begin
        for (int i =0; i<32 ; i++)begin
            Memory[i] <= 32'h00000000;
        end
    end
    else if (reg_wr && (waddr != 5'b00000)) begin
        Memory[waddr] <= wdata ;
    end
end
endmodule
```

==> metrics.csv <==
metric,value,unit
r2r-end,Memory[25][31]$_DFFE_PP0P_,
dp_hpwl,171000,um
p_leak,25.4,nW
ys_cells,4394,
min_path_type,flop to flop,
die_h,416,um
synth_cells,4394,
cp.required,12.48,ns
vdd_ir_drop_max,88.7,uV
rsz0062_at_grt,no,
synth_cell_types,67,
flop_cell,dfrtp_1,
arrival,7.97,ns
fp.coreArea,170000,um2
drv_cap,1,
violations,"max-capacitance violations, max-slew violations",
dieWidth,416,um
synth_area,51400,um2
drc_errors,0,
stdcell_count,6710,
cp-start-kind,input port,
grt_use_total,0.324,
wirelength,276000,um
hold_viol,0,
worst-slew-pin-transition,1.59,ns
top_regs,Memory x1024,
place_area,55500,um2
comb_area,24200,um2
worst_r2r_startpoint,Memory[25][31]$_DFFE_PP0P_,
clk_pin_slew,0.05,ns
clock-skew-final,0,ns
regMostFlops,Memory,
cts_sinks,1024,
cts_setup_buffers,0,
wire_per_inst,41.1,um
relSlewSlack,-0.0653,
grt_start_max_net_pins,125,
yosysSeqAreaShare,0.499,
hold_start,Memory[0][31]$_DFFE_PP0P_,
drive_above_1_share,0.338,
ys_area,51400,um2
syn_avg_cell_area,11.7,um2
fp_util,0.303,
crit_start,raddr2[3],
yosysWarnings,2,
fin_area,59200,um2
drtIter0Drc,6393,
fin_crit,11.09,ns
grt_pass1_vias,43700,
ys_ff,1024,
fillers,16500,
wl_met3,44400,um
place_congestion,1.08,
numCtsBuffers,109,
holdPathEnd,Memory[0][31]$_DFFE_PP0P_,
edf_count,0,
gr-total-overflow,0,
port_buffers,113,
cts_buffer_depth,3,
cts_tree,yes,
wl_met2,110000,um
rrSetupSlack,14.70,ns
period_used_share,0.711,
hold_buffers,0,
die-area,173000,um2
grt_pass1_wl,375000,um
async_flop_share,1.00,
htreeDepth,3,
cts_resized,0,
ant_nets,0,
fmax,90.2,MHz
setup_viol,0,
insertion_delay,0.76,ns
r2r_cells,1,
dr.pass1.iters,9,
clock_tree.root_cell,clkbuf_16,
wl_met1,95800,um
maxUsedRoutingLayer,met5,
register_area,25600,um2
antenna_found_initial,18,
num_vias,44800,
finalMaxSlewViolations,6,
avgViaCountPerCell,6.68,
end_kind,primary output,
timing_worst_setup_path_type,input port to primary output,
warning_count,39,
placementRows,151,
placed_cells_incl_taps,6499,
largest_reg_flops,1024,
outcome,finished with violations,
syn2layout_area_growth,15.2,%
ios,114,
min_delay_path_depth,0,
cp_max_fo,34,
tns,0,ns
powerDensity,127,nW/um2
## layout by cell type (no fill, tap or decap), types with 10 or more instances in the layout
cell,n
clkinv_2,15
buf_4,227
a2111oi_0,10
a221oi_1,26
diode_2,17
a22oi_1,750
nor3_1,52
a211oi_1,10
a222oi_1,22
nand2_2,13
clkbuf_8,26
clkbuf_16,111
clkdlybuf4s50_1,106
nor2_1,104
nand2_1,239
a32oi_1,17
nor4_1,35
a31oi_1,21
a22o_1,35
nand4_1,101
dfrtp_1,1024
o32a_1,14
o21ai_0,30
o22ai_1,12
and3_1,14
a21oi_1,84
mux2_2,996
nor2b_1,10
mux2i_1,45
nor2_4,71
nand3_1,50
clkbuf_1,22
nand2b_1,20
## worst max-delay path: stages
cell,delay (ns)
buf_2,0.08
buf_4,0.47
buf_4,0.63
nand2b_1,0.10
buf_4,0.32
nor2_1,1.25
buf_4,0.46
a221o_1,0.23
a21oi_1,0.05
a31oi_1,0.57
clkdlybuf4s50_1,0.61
## routing by layer
metal / up-vias / track usage
met5: - / 0.00639
met4: 28 / 0.208
met3: 1454 / 0.197
met2: 4147 / 0.436
met1: 22400 / 0.387
li1: 16800 / -
## synthesized netlist by cell type, types with 8 or more instances
cell type	count	area share
nand3b_1	9	0.0013
buf_4	27	0.0039
a22o_1	35	0.0060
nor3_1	55	0.0054
nor2b_1	12	0.0015
a211oi_1	10	0.0015
buf_1	47	0.0034
o32a_1	14	0.0027
o22ai_1	12	0.0015
nand2b_1	21	0.0026
and3_1	15	0.0018
a31oi_1	21	0.0026
a21oi_1	84	0.0082
nand2_1	252	0.018
clkbuf_1	192	0.014
mux2_1	9	0.0020
o21ai_0	30	0.0029
nor2_1	155	0.011
nand4_1	101	0.012
or3_1	8	0.00097
a22oi_1	750	0.11
a221oi_1	26	0.0044
a2bb2oi_1	9	0.0015
a2111oi_0	10	0.0017
nand3_1	52	0.0051
nor2_2	18	0.0022
mux2i_1	45	0.0088
buf_2	185	0.018
dfrtp_1	1024	0.50
a222oi_1	22	0.0043
nor4_1	35	0.0043
a32oi_1	17	0.0029
mux2_2	996	0.22
## final cells by class
class | count | area share
inverter | 7 | 0.000508
antenna | 17 | 0.000719
sequential | 1024 | 0.433
timing repair buffer | 343 | 0.0486
multi-input combinational | 2907 | 0.409
clock buffer | 159 | 0.0544
tap | 2218 | 0.0469
clock inverter | 35 | 0.00687
## per-stage QoR
step / hold slack, ns / worst slack, ns / util / power, W
2_1_floorplan: 0.451 / -1.63 / - / 0.00419
3_3_place_gp: 0.388 / 4.81 / 0.327 / 0.00478
3_5_place_dp: 0.389 / 4.83 / 0.327 / 0.00480
4_1_cts: 0.402 / 4.81 / 0.348 / 0.00749
5_1_grt: 0.410 / 4.66 / 0.348 / 0.00774
6_report: 0.404 / 4.51 / 0.349 / 0.00754
## kinds of logic (layout without fill, tap and decap cells)
logic type | after synthesis | after routing | synth area share
multiplexers | 1052 | 1052 | 0.230
AND/OR/NAND/NOR | 778 | 778 | 0.0742
other | 0 | 17 | 0
flip-flops | 1024 | 1024 | 0.499
buffers and inverters | 463 | 544 | 0.0410
AND-OR/OR-AND | 1077 | 1077 | 0.156
## how the worst max path moves through the flow
stage,endpoint,depth (start not counted)
after global routing,rdata2[29],10
after CTS,rdata2[13],10
final,rdata2[15],11
## power by group
| part | switching (W) | internal [W] | leakage (nW) |
|---|---|---|---|
| sequential | 0.000559 | 0.00315 | 13.1 |
| clock | 0.00118 | 0.00154 | 1.79 |
| combinational | 0.000540 | 0.000567 | 10.5 |
Power figures rest on the tool's default switching activity, not on a simulated workload.
