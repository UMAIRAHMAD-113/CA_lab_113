==> flow/config.mk <==
export PLATFORM = sky130hd
export DESIGN_NAME = data_memory
export DESIGN_NICKNAME = data_memory
export VERILOG_FILES = /design/flow/design.v
export SDC_FILE = /design/flow/constraint.sdc
export NUM_CORES = 4
export LEC_CHECK = 1
export CORE_UTILIZATION = 40
==> flow/constraint.sdc <==
current_design data_memory

set clk_period 10.3
set clk_io_pct 0.2

create_clock -name clk0 -period $clk_period [get_ports {clk}]

set non_clock_inputs [all_inputs -no_clocks]
set_input_delay [expr $clk_period * $clk_io_pct] -clock clk0 $non_clock_inputs
set_output_delay [expr $clk_period * $clk_io_pct] -clock clk0 [all_outputs]
==> flow/design.v <==
module data_memory (
    input logic [31:0] data_memory_input,
    input logic [31:0] write_data, 
    input logic clk,
    input logic reset,
    input logic wr_en,
    input logic rd_en,
    output logic [31:0] data_memory_output
);
integer i;
logic [31:0] data_memory_reg [31:0];
always_ff @(posedge clk or posedge reset) begin
    if (reset) begin
        for (i = 0; i < 32; i++) begin
            data_memory_reg[i] <= 32'h00000000;
        end
    end
    else if (wr_en && data_memory_input != 32'h0) begin
        data_memory_reg[data_memory_input] <= write_data; 
    end
end   
always_comb begin
    if (rd_en) begin
        data_memory_output = data_memory_reg[data_memory_input];
    end
    else begin
        data_memory_output = 32'h00000000;
    end
end
endmodule
==> flow/run.sh <==
#!/bin/bash
# OpenROAD 26Q1-2900-gdf79404cd8, Yosys 0.63+post, stock flow scripts
make -C /OpenROAD-flow-scripts/flow DESIGN_CONFIG=/design/flow/config.mk WORK_HOME=/design/flow/orfs finish
==> metrics.csv <==
stage,metric,value,unit
status,status,finished clean,
run,log.warning_count,39,
critical_path,worstReg2RegStart,data_memory_reg[15][14],
synthesis,most_common_cell,dfrtp_1,
critical_path,arrival,6.45,ns
final_timing,slew_violations,0,
floorplanning,num_io_pins,100,
global_routing,busiest_layer,met1,
floorplanning,dieArea,117000,um2
global_routing,met3_usage,10.8,%
clock_tree,clockBufferDepth,3,
detailed_routing,first_pass_iters,26,
synthesis,top_cell_area_share,55.2,%
global_routing,grt_use_met2,42.6,%
pwr,irDropWorstVdd,0.133,mV
final_layout,layout.cells.non_filler,5203,
detailed_routing,antennaDiodeCount,0,
final_timing,period_used_share,82.6,%
placed_design,gp_congestion,0.894,
hold_path,hp-class,flop to flop,
synthesis,ys_top_cells_by_count,"dfrtp_1 (1,024), mux2_2 (970), nand3_1 (474)",
synthesis,postSynthAreaPerCell,12.8,um2
detailed_routing,post_drt_via_cell_ratio,6.28,
synthesis,synth_seq_share,55.2,%
placed_design,dp_hpwl,93000,um
detailed_routing,vias,32700,
detailed_routing,drc_errors,0,
clock_tree,clk_latency,0.68,ns
synthesis,synth_stat.cells,3624,
critical_path,critPathMaxStageDelay,0.78,ns
floorplanning,fp-utilization,40.5,%
synthesis,ys_top_cells_by_area,"dfrtp_1 (55%), mux2_2 (24%), nand3_1 (5.1%)",
critical_path,worstSetupStartpoint,data_memory_input[0],
detailed_routing,first_iter_violations,3129,
global_routing,grt_max_degree,131,
detailed_routing,wl_per_cell,31.4,um
final_layout,fin_area,52500,um2
final_timing,fin_worst_skew,0,ns
synthesis,synth_area,46400,um2
critical_path,cpMaxStageDelayCell,clkdlybuf4s50_1,
clock_tree,clk_pin_slew,0.06,ns
clock_tree,cts_tree,done,
critical_path,crit_family,buffers and inverters,
final_timing,fmax,0.118,GHz
clock_tree,post_cts_buffers,0,
clock_tree,clkSinkCount,1024,
placed_design,port-buffer-count,99,
final_layout,synthToLayoutAreaGrowth,13.1,%
final_layout,drive_above_1_share,36.7,%
final_layout,largest_register_ff_count,1024,
synthesis,ff_type,dfrtp_1,
synthesis,edf_count,0,
run,drv_cap,0,
final_timing,max_slew_margin,28.5,%
critical_path,worstPathRequired,8.24,ns
floorplanning,rows,124,
final_timing,setup-tns-final,0,ns
global_routing,grt_pass1_vias,32800,
floorplanning,die_y,343,um
hold_path,hold_start,data_memory_reg[31][2],
final_layout,utilization,45.8,%
final_timing,setup_viol,0,
global_routing,grt_pass1_wl,239000,um
pwr,leakage,23.4,nW
floorplanning,coreArea,115000,um2
pwr,power,10.5,mW
synthesis,yosysUniqueCellTypes,55,
global_routing,grt_antenna_before_repair,3,
synthesis,yosysChipArea,46400,um2
clock_tree,cts_max_level,3,
synthesis,yosysTopAreaCell,dfrtp_1,
critical_path,critPathMaxFanout,33,
placed_design,placed_area,48700,um2
final_timing,max_slew.worst_pin.slew,1.07,ns
global_routing,overflow,0,
synthesis,synth-async-reset-ratio,100,%
detailed_routing,routed_wl,163000,um
placed_design,placed_cells,4997,
synthesis,syn_inst,3624,
final_timing,rsz0062_at_grt,false,
critical_path,start_kind,input port,
pwr,power_density,201,nW/um2
synthesis,synth_flops,1024,
synthesis,yosysWarnings,2,
critical_path,path_buffers,4,
clock_tree,clock-root-buffer,clkbuf_16,
critical_path,end_kind,output port,
global_routing,met1_usage,42.7,%
clock_tree,ctsResizeCount,0,
clock_tree,postCtsHoldBufs,0,
critical_path,path_cells,clkdlybuf4s50_1 > buf_4 > and3b_4 > and2_0 > buf_4 > a22oi_1 > and4_1 > a31oi_1 > clkdlybuf4s50_1,
floorplanning,fp.dieW,343,um
critical_path,crit_type,input port to output port,
clock_tree,cts_buffers,112,
global_routing,grt.total_usage,29.4,%
final_timing,finalCriticalPeriod,8.51,ns
final_timing,finalHoldViolCount,0,
detailed_routing,ant_nets,0,
[final timing paths]
path	cells after the start	slack, ns	to
hold reg to reg	1	0.48	data_memory_reg[31][2]
max in group asynchronous	5	5.90	data_memory_reg[28][7]
setup / recovery	9	1.79	data_memory_output[29]
hold / removal	1	0.48	data_memory_reg[31][2]
setup reg to reg	1	9.50	data_memory_reg[15][14]
min in group asynchronous	2	1.80	data_memory_reg[18][21]
[cells by family after synthesis]
family	synth area share, %
AND-OR/OR-AND	4.99
buffers and inverters	4.10
flip-flops	55.2
multiplexers	25.1
AND/OR/NAND/NOR	10.6
[report_power, final]
group,switching (mW),internal (mW)
registers,0.389,4.80
clock network,1.67,2.40
logic,0.577,0.696
total,2.64,7.90
[cells in the final DEF, fill, tap and decap left out, types with 25 or more instances in the layout]
master,netlist,final
clkdlybuf4s50_1,0,97
dfrtp_1,1024,1024
clkbuf_16,0,116
nand3_1,474,473
mux2_1,62,62
nand4_1,130,130
clkbuf_8,0,25
mux2_2,970,970
and4_1,30,30
o21ai_0,34,34
and3_1,79,78
buf_4,28,143
a31oi_1,30,30
clkinv_2,0,32
nor4_1,34,34
a22o_1,41,41
a22oi_1,133,133
[layer usage]
metal  part of all wire (%)  wire length [um]
met1                     41             66500
met2                     45             72900
met3                     11             17300
met4                    4.1              6680
met5                      0                 0
[metrics by stage]
stage	worst slack, ns	hold slack, ns
3_3_place_gp	2.00	0.463
4_1_cts	1.98	0.487
6_report	1.79	0.481
2_1_floorplan	-5.87	0.449
5_1_grt	1.82	0.498
3_5_place_dp	2.00	0.468
[area by class of cell]
cell class                      instances  area, um2
Fill cell                           10100      62200
Sequential cell                      1024      25600
Multi-Input combinational cell       2209      19000
Tap cell                             1512       1890
Clock inverter                         42        403
Inverter                                3       15.0
Timing Repair Buffer                  249       2190
Clock buffer                          164       3330
No activity file was given, so power comes from the tool's default toggle rates.
